`flow/run.sh`:
```
#!/bin/bash
# OpenROAD 26Q1-2900-gdf79404cd8, Yosys 0.63+post, stock flow scripts
make -C /OpenROAD-flow-scripts/flow DESIGN_CONFIG=/design/flow/config.mk WORK_HOME=/design/flow/orfs finish
```
`flow/config.mk`:
```
export PLATFORM = sky130hd
export DESIGN_NAME = btn_in
export DESIGN_NICKNAME = btn_in
export VERILOG_FILES = /design/flow/design.v
export SDC_FILE = /design/flow/constraint.sdc
export NUM_CORES = 4
export LEC_CHECK = 1
export CORE_AREA = 10 10 97 97
export DIE_AREA = 0 0 107 107
```
`flow/constraint.sdc`:
```
current_design btn_in

set clk_period 2.9
set clk_io_pct 0.2

create_clock -name clk0 -period $clk_period [get_ports {clock}]

set non_clock_inputs [all_inputs -no_clocks]
set_input_delay [expr $clk_period * $clk_io_pct] -clock clk0 $non_clock_inputs
set_output_delay [expr $clk_period * $clk_io_pct] -clock clk0 [all_outputs]
```
`flow/design.v`:
```
module btn_in(
    input       clock,
    input       n_reset,
    input        btn_in,
    output reg   btn_out
);
parameter max_cnt = 20'd10000000;  
reg [19:0] cnt;
always@(negedge n_reset, posedge clock)
    if(!n_reset)
        cnt <= 0;
    else
        cnt <= (cnt == max_cnt) ? 20'b0 : cnt + 1;
reg btn_1d, btn_2d;
always@(negedge n_reset, posedge clock)
    if(!n_reset) begin
        btn_1d <= 0;
        btn_2d <= 0;
    end
    else begin
        btn_1d <= btn_in;
        btn_2d <= btn_1d;
    end
reg btn1, btn2;
always@(negedge n_reset, posedge clock)
    if(!n_reset) begin
        btn1 <= 0;
        btn2 <= 0;
    end
    else begin
        btn1 <= (cnt == max_cnt) ? btn_2d : btn1;
        btn2 <= (cnt == max_cnt) ? btn1 : btn2;
    end
always@(negedge n_reset, posedge clock)
    if(!n_reset)
        btn_out <= 0;
    else
        btn_out <= ((cnt == max_cnt) & btn1 & ~btn2) ? 1'b1 : 1'b0;
endmodule
```
==> run summary <==
On the backend side, the flow ran end to end.

In the global route stage, overall resource usage came out at 0.03581. The count of fill cells added during filler insertion stands at 813. The area of the chip stands at 11450 µm². In the synthesized netlist, the number of instances is 102. The antenna violation net count after detailed routing stands at 0.

TritonCTS created 3 clock buffers. The area overhead of the layout relative to synthesis stands at 17.78%. Per the placement report, the placed cell count is 204. The count of routing violations after the opening detailed-route iteration stands at 59. At the end of routability-driven placement, the weighted congestion stood at 0.7050. The first global-routing pass estimated 3539 µm of wire. Leaving out buffers and inverters, the combinational logic in the layout accounts for 500.5 µm².

Of all nets on the critical path, the largest fanout is 5. The H-tree depth stands at 1. In the log, the iteration count for the first detailed-route pass is 4. The initial antenna violation count is 0. The count of hold buffers inserted by post-cts repair stands at 0. The die is 107 µm wide. In this run, distinct cell masters in the synthesized netlist total 31. The count of standard-cell rows stands at 31. The static power due to leakage stands at 0.5816 nW.

The sequential cell area fraction in the yosys report stands at 0.5388. The depth of the most critical reg-to-reg path stands at 6. The endpoint arrival time on the critical path stands at 2.00 ns. In the final layout, the share of cells above drive strength 1 is 0.1376. CTS saw 25 sinks.

In this run the cell area of the synthesized design comes to 1161 µm². The synthesis area per yosys stands at 1161 µm². Averaged over all synthesized cells, the footprint is 11.38 µm². The maximum number of buffers from clock root to sink stands at 2. The number of warning messages in the logs stands at 26. Among logic cells in the layout, the one with the most instances is dfrtp_1. The endpoint identified for the worst register-to-register timing path is btn2. The worst setup path is captured at a flip-flop. Per STA, the startpoint of the critical path is cnt[0].

The worst setup path is of the flip-flop to flip-flop kind. The final layout reports a setup TNS of 0 ns. The core region is 7292 µm². The total via count in the routed design stands at 731. For this run, the script counts the antenna cells in the layout as 0.

Counting endpoints that fail hold in the final report gives 0. For the worst reg-to-reg path, the startpoint reported by OpenROAD is cnt[0]. The post-route fraction of the period consumed by the critical path stands at 0.6331.

The number of maximum-capacitance constraint violations stands at 0. For this run, the number of Yosys warnings is 2. In this run, post-CTS repair resized a total of 0 instances. The flow ran to the end, and the final reports show no timing, DRC or antenna violations.

Looking at the clock tree report, the root buffer type is clkbuf_8. Looking at the post-CTS report, the setup buffer insertion count equals 0. For the worst-skew pair, the clock arrives at the later sink with an insertion delay of 0.27 ns. The vertical die dimension stands at 107 µm.

Across all setup checks in the final design, the least slack found is 1.064 ns. In this run the worst setup path terminates at btn2. The number of global-route vias before repair stands at 729. In the final report, the number of endpoints failing setup comes to 0. The post-layout minimum cycle time stands at 1.836 ns. OpenSTA, run right after detailed placement, puts the worst setup slack at 1.116 ns. The highest clock frequency the design can meet stands at 544.6 MHz.

For reference, the clock transition at the flip-flops on the worst setup and hold paths is 0.09 ns. The number of placed I/O pins stands at 4. Summed over all layers, the routed wires come to 1911 µm.

The post-synthesis sequential element count stands at 25. The worst VDD IR drop from the latest analysis is 0.2087 mV. The count of placed standard cells in the final layout, fillers left out stands at 208. The relative slew slack stands at 0.7491.

STA classifies the critical path startpoint as a flip-flop. TritonCTS built the clock tree. For this run, design rule violations remaining after detail routing come to 0. For this run, the detailed router reports a per-instance via density of 3.514. TritonRoute output was used to compute an average wire per cell of 9.188 µm. The required time at the endpoint of the critical path stands at 3.06 ns. Setup repair after global routing left no endpoint under its margin. Per the Yosys statistics, synthesis produced 102 cells. The footprint of the flip-flops and latches stands at 625.6 µm². Entering global routing, the biggest net connects 26 pins.

The setup slack on the worst flop-to-flop path stands at 1.06 ns. Across the routed clock network, the largest skew measured is 0.005691 ns. Per the cell usage report, the commonest logic cells after layout are dfrtp_1 (25), nor2_1 (12), xnor2_1 (11). Power spread over the standard cell area amounts to 418.9 nW/µm². The placed wire-length estimate stands at 1371 µm.

The worst-margin pin slew stands at 0.3729 ns. The tightest min-delay check is of the flip-flop to flip-flop type. The initial cell density of the core stands at 0.1592. The number of I/O port buffers stands at 3. For this run the aggregate overflow at the end of global routing stands at 0. The final max-slew violation count stands at 0.
[registers in the layout, summed over array words and instances (netlist names)]
name     flops
btn1         1
btn_out      1
cnt         20
btn_2d       1
btn2         1
btn_1d       1
[critical path: stages, from the launching register on]
cell and delay [ns]:
dfrtp_1 0.42, inv_1 0.07, ha_1 0.14, nor4b_1 0.27, nand4_1 0.16, nor3_2 0.31, mux2_2 0.37
[kinds of logic (layout without fill, tap and decap cells)]
kind of cell | after synthesis | after routing | synth area share
AND-OR/OR-AND | 4 | 4 | 0.02262
adder cells (fa/ha/maj) | 2 | 2 | 0.02155
XOR/XNOR | 16 | 16 | 0.1207
multiplexers | 2 | 2 | 0.01940
buffers and inverters | 8 | 15 | 0.03017
AND/OR/NAND/NOR | 45 | 45 | 0.2468
flip-flops | 25 | 25 | 0.5388
[cells in the mapped netlist (all sizes together)]
library cell | count | area, µm²
dfrtp | 25 | 625.6
nor2 | 12 | 45.04
xnor2 | 11 | 96.34
nand3 | 7 | 35.03
inv | 6 | 22.52
nand4 | 6 | 58.80
xor2 | 5 | 43.79
and4 | 4 | 38.79
nand2 | 3 | 11.26
nor4 | 3 | 18.77
a21oi | 2 | 13.76
ha | 2 | 25.02
mux2 | 2 | 22.52
nor3 | 2 | 15.01
nor4b | 2 | 17.52
and2 | 1 | 6.260
and3b | 1 | 8.760
buf | 1 | 7.510
clkbuf | 1 | 5.000
nand3b | 1 | 7.510
nor2b | 1 | 6.260
o21ai | 1 | 5.000
o31ai | 1 | 7.510
or3 | 1 | 6.260
or4 | 1 | 11.26
[final cells by class]
| cell class | instances | share of cell area |
|---|---|---|
| repair buffers | 5 | 0.03294 |
| multi-input cells | 69 | 0.3660 |
| well taps | 99 | 0.09058 |
| clock inverters | 1 | 0.006404 |
| inverters | 6 | 0.01647 |
| flip-flops and latches | 25 | 0.4575 |
| clock buffers | 3 | 0.03019 |
[through the flow]
stage	cell area (µm²)	hold WS [ns]	util	power [mW]
floorplan	1161	0.2844	-	0.3569
detailed placement	1318	0.3403	0.1807	0.3677
global placement	1318	0.3351	0.1807	0.3676
CTS	1368	0.3628	0.1875	0.5847
global route	1368	0.3802	0.1875	0.6082
finish	1368	0.3578	0.1875	0.5729
[worst min path at each step]
stage | cells after the start | start | end
finish | 0 | btn_1d | btn_2d
global route | 0 | btn_1d | btn_2d
CTS | 0 | btn_1d | btn_2d
[per-layer routing]
layer / up-vias / track usage / part of all wire / wire length, µm
met5: - / 0 / 0 / 0
met4: 0 / 0.005803 / 0.0058 / 11
met3: 2 / 0.006064 / 0.018 / 35
met2: 3 / 0.04960 / 0.44 / 839
met1: 357 / 0.05708 / 0.54 / 1024
li1: 369 / - / - / -
[power breakdown]
part	internal, mW	switching [mW]
Clock	0.100	0.113
Sequential	0.350	0.000336
Combinational	0.00323	0.00666
Power is estimated from default activity; no workload was simulated.
