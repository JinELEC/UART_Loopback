[design/flow/run.sh]
#!/bin/bash
# OpenROAD 26Q1-2900-gdf79404cd8, Yosys 0.63+post, stock flow scripts
make -C /OpenROAD-flow-scripts/flow DESIGN_CONFIG=/design/flow/config.mk WORK_HOME=/design/flow/orfs finish
[design/flow/config.mk]
export PLATFORM = sky130hd
export DESIGN_NAME = uart_tx
export DESIGN_NICKNAME = uart_tx
export VERILOG_FILES = /design/flow/design.v
export SDC_FILE = /design/flow/constraint.sdc
export NUM_CORES = 4
export LEC_CHECK = 1
export CORE_AREA = 10 10 104 104
export DIE_AREA = 0 0 114 114
[design/flow/constraint.sdc]
current_design uart_tx

set clk_period 4.1
set clk_io_pct 0.2

create_clock -name clk0 -period $clk_period [get_ports {mclk}]

set non_clock_inputs [all_inputs -no_clocks]
set_input_delay [expr $clk_period * $clk_io_pct] -clock clk0 $non_clock_inputs
set_output_delay [expr $clk_period * $clk_io_pct] -clock clk0 [all_outputs]
[design/flow/design.v]
module uart_tx(
    input           mclk,
    input           n_reset,
    input   [15:0]  baud_max_cnt,  
    input   [7:0]   tr_data,
    input   [1:0]   parity_sel,    
    input           stop_sel,      
    input           send_en,
    output  reg     txd,
    output          done
);
reg state;
parameter IDLE = 1'd0;
parameter SEND = 1'd1;
wire idle_flag = (state == IDLE) ? 1'b1 : 1'b0;
wire send_flag = (state == SEND) ? 1'b1 : 1'b0;
always@(negedge n_reset, posedge mclk)
    if(!n_reset)
        state <= 1'b0;
    else
        state <= (idle_flag & send_en) ? SEND :
                 (send_flag & (parity_sel == 2'b00) & (stop_sel == 1'b0) & (cnt2 == 4'd10)) ? IDLE :
                 (send_flag & (parity_sel == 2'b00) & (stop_sel == 1'b1) & (cnt2 == 4'd11)) ? IDLE :
                 (send_flag & (parity_sel != 2'b00) & (stop_sel == 1'b0) & (cnt2 == 4'd11)) ? IDLE :
                 (send_flag & (parity_sel != 2'b00) & (stop_sel == 1'b1) & (cnt2 == 4'd12)) ? IDLE : state;
reg [15:0] cnt1;
always@(negedge n_reset, posedge mclk)
    if(!n_reset)
        cnt1 <= 16'b0;
    else
        cnt1 <= (idle_flag) ? 16'b0 :
                (cnt1 == baud_max_cnt) ? 16'b0 : cnt1 + 1'b1;
reg [3:0] cnt2;
always@(negedge n_reset, posedge mclk)
    if(!n_reset)
        cnt2 <= 4'b0;
    else
        cnt2 <= (idle_flag) ? 4'b0 :
                (cnt1 == baud_max_cnt) ? cnt2 + 1'b1 : cnt2;
wire tr_data_xor = tr_data[0]^tr_data[1]^tr_data[2]^tr_data[3]^tr_data[4]^tr_data[5]^tr_data[6]^tr_data[7];
reg parity_bit;
always@(negedge n_reset, posedge mclk)
    if(!n_reset)
        parity_bit <= 1'b0;
    else
        parity_bit <= (parity_sel == 2'b01) ? tr_data_xor : (parity_sel == 2'b10) ? ~tr_data_xor : parity_bit;
always@(negedge n_reset, posedge mclk)
    if(!n_reset)
        txd <= 1'b0;
    else
        txd <= (idle_flag) ? 1'b1 : 
               ((cnt2 == 4'd0) & (cnt1 == 16'd0)) ? 1'b0 :  
               ((cnt2 == 4'd1) & (cnt1 == 16'd0)) ? tr_data[0] :
               ((cnt2 == 4'd2) & (cnt1 == 16'd0)) ? tr_data[1] :
               ((cnt2 == 4'd3) & (cnt1 == 16'd0)) ? tr_data[2] :
               ((cnt2 == 4'd4) & (cnt1 == 16'd0)) ? tr_data[3] :
               ((cnt2 == 4'd5) & (cnt1 == 16'd0)) ? tr_data[4] :
               ((cnt2 == 4'd6) & (cnt1 == 16'd0)) ? tr_data[5] :
               ((cnt2 == 4'd7) & (cnt1 == 16'd0)) ? tr_data[6] :
               ((cnt2 == 4'd8) & (cnt1 == 16'd0)) ? tr_data[7] : 
               ((parity_sel == 2'b00) & (stop_sel == 1'b0) & (cnt2 == 4'd9)  & (cnt1 == 16'd0)) ? 1'b1 :
               ((parity_sel == 2'b00) & (stop_sel == 1'b1) & (cnt2 == 4'd9)  & (cnt1 == 16'd0)) ? 1'b1 :
               ((parity_sel == 2'b00) & (stop_sel == 1'b1) & (cnt2 == 4'd10) & (cnt1 == 16'd0)) ? 1'b1 :
               ((parity_sel != 2'b00) & (stop_sel == 1'b0) & (cnt2 == 4'd9)  & (cnt1 == 16'd0)) ? parity_bit :
               ((parity_sel != 2'b00) & (stop_sel == 1'b0) & (cnt2 == 4'd10) & (cnt1 == 16'd0)) ? 1'b1 :
               ((parity_sel != 2'b00) & (stop_sel == 1'b1) & (cnt2 == 4'd9)  & (cnt1 == 16'd0)) ? parity_bit :
               ((parity_sel != 2'b00) & (stop_sel == 1'b1) & (cnt2 == 4'd10) & (cnt1 == 16'd0)) ? 1'b1 :
               ((parity_sel != 2'b00) & (stop_sel == 1'b1) & (cnt2 == 4'd11) & (cnt1 == 16'd0)) ? 1'b1 : txd;
assign done = idle_flag;
endmodule
==> run notes <==
Observations from the implementation run.

Status:
- The run finished with clean final reports.

Synth:
- The run gives the cell count after synthesis as 178.
- The run puts the cell area after synthesis at 1620 um2.
- After synthesis, the share of flip-flops with an asynchronous set or reset is 100%.
- The run gives the number of distinct library cells after synthesis as 39.
- The run puts the post-synthesis average cell area at 9.09 um2.
- The run puts the number of warnings printed during yosys synthesis at 1.
- The run gives the fraction of the mapped netlist area in compound gates as 7.12%.
- The run puts the count of flip-flops with a built-in enable after synthesis at 0.
- The run gives the flop and latch count out of synthesis as 23.
- The area recorded from the Yosys report for this design is 1620 um2.
- The run gives the proportion of synthesized chip area in sequential cells as 35.6%.
- The run puts the xor and xnor area share after synthesis at 21.7%.
- The run puts the number of cells in the yosys synthesis report at 178.
- Looking at the cell usage after synthesis, the top flip-flop cell is dfrtp_1.
- In this run, the synthesized area fraction spent on adder and majority cells is recorded as 6.19%.
- After synthesis, the share of cell area in mux cells is 0.619%.
- The run gives the biggest combinational cell group after synthesis as simple AND/OR/NAND/NOR gates.
- Of the total synthesized cell area, the portion taken by AND, OR, NAND and NOR gates is 24.4%.

Critical path:
- STA reports a reg2reg setup slack of 1.94 ns.
- In this run the critical path is formed by clkdlybuf4s50_1 -> inv_1 -> ha_1 -> nor2b_1 -> o21a_1 -> a311o_1 -> a211o_1.
- STA classifies the critical path endpoint as a register.
- The run gives the cell at the slowest stage of the critical path as clkdlybuf4s50_1.
- The run puts the arrival time at the worst endpoint at 2.61 ns.
- Broken down by cell family, the worst path's largest delay share belongs to AND-OR/OR-AND gates.
- The run gives the launch point of the critical path as parity_sel[0].
- In this run the worst setup path terminates at txd.
- The worst setup path is launched from an input port.
- The run gives the startpoint of the most critical register-to-register path as cnt2[0].
- The capture point of the worst register-to-register path is recorded as txd.
- The worst setup path is of the input port to register kind.
- The number of cells on the worst reg-to-reg path is 7.
- Counting buffers and inverters, the worst setup path is 7 cells deep.
- Along the critical path, the tally of buffer and inverter instances is 2.
- The run puts the highest net fanout along the worst path at 5.
- The run gives the worst path required time as 4.25 ns.
- The run gives the largest stage delay on the critical path as 0.48 ns.

Floorplanning:
- The run puts the overall chip area at 13,000 um2.
- Per the OpenROAD floorplan log, the width of the die is 114 um.
- The run gives the height of the chip as 114 um.
- The run puts the core footprint at 8680 um2.
- The run gives the number of core rows as 34.
- The run puts the initial standard-cell utilization of the core at 18.6%.
- The run puts the I/O pin count at 32.

STA:
- The pin closest to its max-slew limit shows a slew of 0.494 ns.
- The final hold violation count recorded for this run is 0.
- On the final layout, the worst clock skew is 0.00254 ns.
- Setup repair after global routing left no endpoint under its margin.
- Per the finish-stage timing summary, setup violations number 0.
- The run gives the worst relative slew slack as 67.0%.
- The run gives the final worst-path cycle share as 60.0%.
- Based on the critical path, the design can be clocked at up to 407 MHz.
- The final timing report lists a max-slew violation count of 0.
- For the finished layout, the period the worst path requires is 2.46 ns.
- The run puts the total negative setup slack at 0 ns.

Finish:
- The run gives the layout cell share with drive strength beyond 1 as 5.26%.
- The run puts the post-route non-filler standard cell count at 317.
- The run gives the area taken by multi-input logic gates as 970 um2.
- The run puts the register area at 576 um2.
- The run gives the most frequent logic cell in the layout as clkdlybuf4s50_1.
- Fill cells in the final layout number 961.
- The run gives the area added between synthesis and finish as 29.2%.
- The layout stage reports a final design area of 2090 um2.
- Ranking logic cells in the layout by count gives the top entries clkdlybuf4s50_1, xor2_1, nor2_1, dfrtp_1, xnor2_1.

Clocking:
- Counting along the longest clock path gives a buffer depth of 2.
- TritonCTS built the clock tree.
- The run gives the number of clock sinks seen by CTS as 23.
- The tree is rooted in a clkbuf_8.
- The CTS report gives the tree buffer count as 3.
- The run puts the post-cts sizing count at 0.
- The run gives the level count of the clock H-tree as 1.
- The run puts the cts-stage hold buffer count at 0.
- The run puts the clock slew at the register clock pins of the worst setup and hold paths at 0.08 ns.
- The run gives the later-pin clock latency in the skew report as 0.26 ns.
- The run gives the buffer count from post-CTS setup fixing as 0.

Detailed routing:
- Per the detail_route report, the via count comes to 1,307.
- The run puts the overall routed net length at 3800 um.
- The routed design shows a wire length per standard cell of 12.0 um.
- After detailed routing, the number of remaining DRC violations is 0.
- The run puts the detailed-route vias per instance at 4.12.
- The run puts the residual antenna-violating net count after detailed routing at 0.
- The first detailed-routing pass took 4 iterations.
- Per the log, the first TritonRoute iteration ended with a DRC count of 79.
- The final antenna diode tally reported by the flow is 0.

GRT:
- The run puts the initial antenna violation count at 0.
- The global router reports that the layer with the highest usage is met1.
- On met2, the global router reports a usage of 7.86%.
- Entering global routing, the biggest net connects 24 pins.
- The run puts the met1 track demand over resource in global routing at 9.10%.
- The run puts the overall global routing resource usage at 5.86%.
- The run puts the met3 demand-to-capacity share in global routing at 2.13%.
- The run gives the wire length of the first global-routing pass as 6280 um.
- The run puts the number of global-route vias before repair at 1,254.
- Global routing finished with a remaining overflow of 0.

Pwr:
- Per report_power, the clock group accounts for 20.2% of the total.
- The run puts the fraction of power consumed by combinational cells at 30.7%.
- In this run, flip-flops and latches consume 49.1% of the power.
- The run gives the reported leakage power as 0.882 nW.
- The highest supply drop recorded on VDD is 0.000138 V.
- The run gives the switching power total as 0.000236 W.
- The run gives the total internal power as 0.000458 W.
- The run gives the share of total power consumed by net switching as 34.0%.
- The run gives the power per unit of standard cell area as 332 nW/um2.

Placed design:
- The placed instances occupy a cell area of 2040 um2.
- The run puts the number of buffer cells added on primary ports at 31.
- The run puts the count of placed standard cells including taps at 313.
- In the placement report, post-DP HPWL is listed as 2980 um.
- The final weighted congestion recorded by global placement is 0.822.

Worst hold path:
- The run gives the hold path depth as 1.
- The run gives the worst hold path class as register to register.

Run:
- The run puts the tool warning count at 30.
- The tool flagged a number of max-cap violations equal to 0.
-- cells by family after synthesis --
group                      Yosys count
and+or+nand+nor                     72
muxes                                1
AOI/OAI and AO/OA                   17
buffers and inverters               17
xor gates and xnor gates            40
DFF                                 23
adders and majority gates            8
-- per-layer routing --
layer | part of all wire [%] | wire (um)
met4 | 0.42 | 16
met2 | 38 | 1430
met3 | 8.8 | 335
met5 | 0 | 0
met1 | 53 | 2010
-- per-stage QoR --
step | power [W] | setup WS [ns] | hold WS [ns] | utilization [%]
global placement | 0.000556 | 1.37 | 0.493 | 23.5
floorplan | 0.000480 | 1.98 | 0.435 | -
detailed placement | 0.000557 | 1.34 | 0.482 | 23.5
finish | 0.000694 | 1.64 | 0.505 | 24.1
CTS | 0.000705 | 1.62 | 0.515 | 24.1
global route | 0.000746 | 1.40 | 0.544 | 24.1
-- final cells by class --
class / instances / share of cell area [%]
tap: 108 / 6.47
sequential: 23 / 27.5
clock buffer: 3 / 1.98
multi-input combinational: 138 / 46.4
clock inverter: 1 / 0.240
timing repair buffer: 32 / 15.2
inverter: 12 / 2.16
-- how the worst min path moves through the flow --
stage	startpoint	end	slack [ns]
after CTS	txd	txd	0.51
after global routing	txd	txd	0.54
final	txd	txd	0.51
-- synthesized netlist by cell type, drive strengths merged, types with 3 or more instances --
cell type / number / area share (%)
dfrtp: 23 / 36
nand2: 12 / 2.8
inv: 12 / 2.8
clkbuf: 3 / 0.70
and3: 3 / 1.3
ha: 8 / 6.2
xnor2: 14 / 7.6
a21oi: 4 / 1.2
nor2: 26 / 6.0
nor4: 9 / 4.6
nand4: 5 / 2.3
o21ai: 4 / 1.2
xor2: 26 / 14
nand3: 4 / 1.2
-- flip-flops by register name, indices dropped and copies added, names as in the netlist --
signal and count:
state 1, cnt2 4, txd 1, parity_bit 1, cnt1 16
-- power groups by stage --
stage | clock [W] | sequential (W) | combinational [W]
6_report | 0.000140 | 0.000341 | 0.000213
5_1_grt | 0.000154 | 0.000348 | 0.000244
4_1_cts | 0.000149 | 0.000340 | 0.000216
Power is estimated from default activity; no workload was simulated.
